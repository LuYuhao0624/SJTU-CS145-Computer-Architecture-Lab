## design/flow/constraint.sdc

```tcl
current_design DataMemory

set clk_period 46.1
set clk_io_pct 0.2

create_clock -name clk0 -period $clk_period [get_ports {Clk}]

set non_clock_inputs [all_inputs -no_clocks]
set_input_delay [expr $clk_period * $clk_io_pct] -clock clk0 $non_clock_inputs
set_output_delay [expr $clk_period * $clk_io_pct] -clock clk0 [all_outputs]
```

## design/flow/run.sh

```bash
#!/bin/bash
# OpenROAD 26Q1-2900-gdf79404cd8, Yosys 0.63+post, stock flow scripts
make -C /OpenROAD-flow-scripts/flow DESIGN_CONFIG=/design/flow/config.mk WORK_HOME=/design/flow/orfs finish
```

## design/flow/config.mk

```make
export PLATFORM = sky130hd
export DESIGN_NAME = DataMemory
export DESIGN_NICKNAME = DataMemory
export VERILOG_FILES = /design/flow/design.v
export SDC_FILE = /design/flow/constraint.sdc
export NUM_CORES = 4
export LEC_CHECK = 1
export CORE_UTILIZATION = 30
```

## design/flow/design.v

```verilog
`timescale 1ns / 1ps
module DataMemory(
    input Clk,
    input [31:0] address,
    input [31:0] writeData,
    input memWrite,
    input memRead,
    output [31:0] readData
    );
    reg [31:0] ReadData;
    reg [31:0] memFile[63:0];
    integer j;
    initial begin
        for (j = 6'b000000; j <= 6'b111111; j = j+1)
            memFile[j] = 32'h00000000;
        ReadData = 0;
    end
    always @ (address)
        begin
            if (memRead)
                ReadData = memFile[address];
        end
    always @ (negedge Clk)
        begin
            if (memWrite)
                memFile[address] = writeData;
        end
    assign readData = ReadData;
endmodule
```

==> impl_metrics.tcl <==
# place-and-route summary
set metrics [dict create \
    status "finished clean" \
    maxSlewHeadroom_pct 28.58 \
    cts-root-buf "clkbuf_16" \
    fp_util_pct 30.26 \
    htreeDepth 4 \
    yosysWarnings 1 \
    startpoint "address[1]" \
    drt_pre_antenna_iters 6 \
    rows 186 \
    required_ns 23.46 \
    crit_path_start_kind "input port" \
    rsz0062_at_grt "false" \
    drive_gt1_share_pct 11.17 \
    numSynthFlops 2080 \
    top_area_share_pct 78.90 \
    core_area_mm2 0.2576 \
    slowest_stage "buf_4" \
    drv_slew 0 \
    top_area_cell "edfxtp_1" \
    grt_pass1_wl_mm 340.1 \
    endpoint_kind "register" \
    ys_top_cells_by_area "edfxtp_1 79%, a221oi_1 6.8%, a22oi_1 2.0%" \
    postCtsHoldBufs 0 \
    yosys-stat-area_mm2 0.07795 \
    overflow 0 \
    unclocked_pins 32 \
    syn_area_mm2 0.07795 \
    syn_avg_cell_area_um2 17.84 \
    warnings 1059 \
    tightest_slew_ns 1.062 \
    cts_setup_buffers 0 \
    place_hpwl_mm 133.1 \
    hold_violations 0 \
    grt_max_degree 121 \
    first_iter_violations 3393 \
    num_io_pins 99 \
    port_buffers 72 \
    area_growth_pct 25.82 \
    crit_chain "buf_8 > buf_4 > nor2b_4 > buf_4 > nand2_1 > buf_4 > nor2_4 > buf_4" \
    p_leak_nw 38.47 \
    clk_pin_slew_ns 0.03 \
    vdd_drop_max_v 0.00003932 \
    drt-wirelength-per-cell_um 23.04 \
    untimed_endpoints 64 \
    grt_pass1_vias 56536 \
    criticalPathCategory "input port to register" \
    die_area_mm2 0.2619 \
    crit_path_frequent_cell "buf_4" \
    synth.distinct_cells 53 \
    antenna_found_initial 25 \
    vias 50609 \
    cp.arrival_ns 12.53 \
    hold_path_class "input port to register" \
    drc 0 \
    slowest_delay_ns 0.65 \
    postCtsResizedCells 0 \
    p_per_area_mw_per_mm2 48.07 \
    grt_usage_pct 19.02 \
    edf_count 2048 \
    syn-instance-count 4369 \
    cp_max_fo 53 \
    cts_tree "done" \
    holdWs_ns 31.72 \
    place.gp.congestion 0.9513 \
    die_x_um 511.7 \
    ant_nets 0 \
    tns_ns 0 \
    die_height_um 511.7 \
    ff_type "edfxtp_1" \
    cts_buffer_depth 3 \
    wl_mm 232.9 \
    cts_made_buffers 208 \
    cap_violations 0 \
    vias_per_cell 5.007 \
    worstHoldStart "writeData[1]" \
    ys_cells 4369 \
    async_reset_ff_share_pct 0 \
    setup-violations-final 0 \
]
worst max-delay path, delay by kind of cell:
kind                   cells  cell delay [ns]
buffers and inverters      5             2.35
and+or+nand+nor            3             0.77
sequential cells by signal, indices dropped and copies added (netlist names):
register,count
memFile,2048
ReadData,32
layer usage:
layer  wire [um]  vias up  track usage (%)
met4        9441       26            9.622
met2      105600     3061            26.33
li1            -    22841                -
met5         433        -            1.406
met1       75970    24284            18.83
met3       41460      397            17.51
synthesized netlist by cell type (22+ instances only):
cell      number
a21oi_1       80
a221oi_1     601
a22oi_1      205
buf_1         23
buf_2        124
clkbuf_1     181
dlxtp_1       32
edfxtp_1    2048
mux2_1        22
mux2_2        87
mux2i_1      118
nand2_1       68
nor2_1       235
nor3_1        45
o21ai_0       85
o22ai_1      168
placed cells by master (no fill, tap or decap), drive strengths merged, types with 50 or more instances in the layout:
cell type,instances
clkbuf,209
a22oi,205
mux2i,118
o21ai,101
a221oi,606
clkinvlp,50
nor2,238
nand2,68
a21oi,80
o22ai,168
edfxtp,2048
inv,2130
mux2,111
buf,228
kinds of logic after synthesis:
logic type	after synthesis	share of synthesized area, %
muxes	238	3.388
latches	32	0.6164
DFF	2048	78.90
AOI/OAI and AO/OA	1251	12.30
buffers and inverters	357	2.087
and+or+nand+nor	443	2.708
area by class of cell:
class	instances	area, um^2
antenna	11	27.53
clock buffer	209	5230
clock inverter	2223	9624
fill	22721	159500
inverter	4	25.02
multi-input combinational	1932	14920
sequential	2080	61980
tap	3384	4234
timing repair buffer	264	2033
worst paths after layout:
kind | end | slack [ns] | cells after the start
worst max-delay path | memFile[2][13] | 10.93 | 8
worst min-delay path | memFile[2][1] | 31.72 | 1
power by group:
part	total, mW	leakage [nW]	internal (mW)	switching (mW)
clock network	2.40	14.5	1.25	1.15
logic	0.231	5.31	0.0583	0.172
registers	2.09	18.7	2.08	0.00345
total	4.71	38.5	3.39	1.32
per-stage QoR:
| step | setup WS, ns | utilization (%) | area [um^2] | std cells | total power, mW |
|---|---|---|---|---|---|
| 6_report | 10.93 | 38.07 | 98080 | 10107 | 4.714 |
| 5_1_grt | 10.87 | 38.06 | 98060 | 10102 | 5.027 |
| 4_1_cts | 11.04 | 38.06 | 98050 | 10096 | 4.787 |
| 3_5_place_dp | 10.22 | 32.29 | 83200 | 7665 | 2.600 |
| 3_3_place_gp | 10.19 | 32.29 | 83200 | 7665 | 2.598 |
| 2_1_floorplan | 10.71 | - | 77950 | 4369 | 2.474 |
Power is estimated from default activity; no workload was simulated.
