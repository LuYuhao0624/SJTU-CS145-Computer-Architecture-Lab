File: flow/design.v
`timescale 1ns / 1ps
module Registers(
    input [25:21] readReg1,
    input [20:16] readReg2,
    input [4:0] writeReg,
    input [31:0] writeData,
    input regWrite,
    input Clk,
    output [31:0] readData1,
    output [31:0] readData2
    );
    reg [31:0] regFile[31:0];
    reg [31:0] ReadData1;
    reg [31:0] ReadData2;
    integer i;
    initial begin
        for (i = 5'b00000; i <= 5'b11111; i = i+1)
            regFile[i] = 32'h00000000;
    end
    always @ (readReg1 or readReg2 or writeReg)
        begin
            ReadData1 = regFile[readReg1];
            ReadData2 = regFile[readReg2];
        end
    always @ (negedge Clk)
        begin
            if (regWrite)
                regFile[writeReg] = writeData;
        end
    assign readData1 = ReadData1;
    assign readData2 = ReadData2;
endmodule
File: flow/run.sh
#!/bin/bash
# OpenROAD 26Q1-2900-gdf79404cd8, Yosys 0.63+post, stock flow scripts
make -C /OpenROAD-flow-scripts/flow DESIGN_CONFIG=/design/flow/config.mk WORK_HOME=/design/flow/orfs finish
File: flow/constraint.sdc
current_design Registers

set clk_period 11.4
set clk_io_pct 0.2

create_clock -name clk0 -period $clk_period [get_ports {Clk}]

set non_clock_inputs [all_inputs -no_clocks]
set_input_delay [expr $clk_period * $clk_io_pct] -clock clk0 $non_clock_inputs
set_output_delay [expr $clk_period * $clk_io_pct] -clock clk0 [all_outputs]
File: flow/config.mk
export PLATFORM = sky130hd
export DESIGN_NAME = Registers
export DESIGN_NICKNAME = Registers
export VERILOG_FILES = /design/flow/design.v
export SDC_FILE = /design/flow/constraint.sdc
export NUM_CORES = 4
export LEC_CHECK = 1
export CORE_UTILIZATION = 50
==> results.txt <==
impl run done, here's what came out: status=complete, no violations, via count=34800, clock root cell=clkbuf_16, initial antenna violation count=4, largest net degree at the start of global routing=97, FP Core Util=between 50 and 60%, cts hold-fix bufs=0, Synth flops=between 1000 and 1500, yosys warns=1, row count=114, die area=between 90000 and 100000 um2, Placement Setup Slack=854 ps, crit start category=register, Post-Synthesis Cell Area=between 40000 and 50000 um2, Slew Viols, Final=0, required time of the critical path=9120 ps, xor/xnor share=0%, I/O pin count=113, H-tree depth=3, vias in the first global route=38700, CP endpoint kind=output pin, Via-to-Cell Ratio=5.89, highest fanout seen on the critical path=2, MaxCap Viol Count=0, non-filler cells, final=5903, Overflow after GRT=0, Num Clock Sinks=1024, # Cells Yosys=3387, Slew @ Worst Pin=approximately 960 ps, proportion of layout cells with a drive suffix above 1=under 10%, Hold Path Origin=readReg2[17], clock network power share=between 50 and 60%, clk buf depth=3, Port Buf Inserts=112, Max IR drop VDD=154 uV, Cells after DPL=about 4700, Setup-failing EPs final=0, Pre-antenna DRT Iters=6, RSZ-0062 raised after global routing=false, RD Place Congestion=approximately 0.96, Sw Pwr=2.93 mW, tool warnings=roughly 1000, mux frac, synth=21.0%, distinct lib cells=24, DRC Markers=0, Post-Syn Instances=3387, DP Wirelength=89000 um, yosys simple share=4.72%, critical path's slowest cell=nor3_1, AND-OR/OR-AND Cells, Area Fraction=under 10%, Hold Path Stages=6, critical path class=reg2out, max incr delay on CP=between 600 and 700 ps, worst path cell trace=mux2i_1 -> a22o_1 -> nor3_1 -> a31oi_1 -> nand3_1 -> clkdlybuf4s50_1, Worst EP arrival=just under 9000 ps, final hold vios=0, Top logic family=multiplexers, Worst path top cell family by delay=simple AND/OR/NAND/NOR gates, TritonCTS buffer count=between 100 and 150, Final ANT Viol Nets=0, switching fraction of total power=28.4%, setup TNS=0 ps, Adders+Majority by Area=0%, DR iter-0 viols=2316, number of fill cells=6917, PD cells=173 nW/um2, global-route wire length before repair=between 200000 and 250000 um, Tot GR Track Use=34.1%, crit path buf inv count=1, Seq/Total Area, Yosys=63.1%, Hold Crit Class=in2out, sequential power share=41.2%, die width=314 um, yosys stat area=48800 um2, CTS tree=built, Worst-path clk slew=30 ps, internal power=7.38 mW, syn_area_per_cell=14.4 um2, core area=about 97000 um2, setup ws final=429 ps, mean routed wirelength per cell=25.8 um, Slew Limit Headroom=35.7%, PnR Total Power=10.3 mW, combinational power share=7.7%, total wire length=152000 um, post-CTS setup buffer count=0, cts repair resizes=0, Die Ht=314 um, Hold Path End=readData2[2], number of flip-flops under the largest register name=1024, Area growth, synth to finish=21.9%, Static Leak=26.0 nW
kinds of logic after synthesis:
family	after synthesis
multiplexers	1024
AND/OR/NAND/NOR	509
AND-OR/OR-AND	576
flip-flops	1024
buffers and inverters	254
cell usage after synthesis:
cell      number  area, um2
edfxtp_1    1024      30700
inv_1          1       3.75
nand2_1      195        732
nor2b_1        4       25.0
nand3b_1       5       37.5
clkbuf_1      73        274
a31oi_1       64        400
buf_6         37        417
a22o_1       128       1120
mux2i_1     1024      10200
buf_4         52        390
or3b_2         3       26.3
nand2b_1       4       25.0
nor2_1        35        131
or2_2          2       12.5
or3_1          1       6.26
clkbuf_4       4       30.0
buf_1          7       26.3
a22oi_1      192       1440
and2_1         2       12.5
buf_2         80        400
a21oi_1      192        961
nand3_1      194        971
nor3_1        64        320
power groups by stage:
stage	Clock [mW]	Sequential (mW)	Combinational (mW)
6_report	5.27	4.24	0.792
4_1_cts	5.42	4.24	0.784
5_1_grt	5.87	4.24	0.837
placed cells by master, fill, tap and decap left out, types with 5 or more instances in the layout:
cell	instances
inv_1	1049
mux2i_1	1024
edfxtp_1	1024
nand3_1	194
nand2_1	193
a22oi_1	192
a21oi_1	192
a22o_1	128
buf_4	121
clkbuf_16	117
clkdlybuf4s50_1	110
nor3_1	64
a31oi_1	64
nor2_4	34
clkinvlp_2	34
bufinv_16	23
buf_12	20
inv_4	6
nand3b_1	5
cell type report:
type	count	area, um2	area share, %
clock inverter	1122	4960	8.35
multi-input combinational	2109	16800	28.2
clock buffer	117	2930	4.92
tap	1276	1600	2.69
antenna	2	5.00	0.00842
timing repair buffer	253	2440	4.10
sequential	1024	30700	51.7
worst min-delay path, cell delays in order:
cell	delay [ps]
buf_8	220
mux2i_1	190
nand2_1	60
a31oi_1	190
nand3_1	140
clkdlybuf4s50_1	470
metal layers:
metal | part of all wire [%] | global-route usage, %
met1 | 35 | 41.4
met2 | 46 | 47.0
met3 | 15 | 24.6
met4 | 4.2 | 16.2
met5 | 0.12 | 1.31
worst max-delay path by stage:
stage | from | endpoint | slack [ps] | depth (start not counted)
final | regFile[2][12]$_DFFE_NP_ | readData2[12] | 430 | 6
after global routing | regFile[2][12]$_DFFE_NP_ | readData1[12] | 260 | 6
after CTS | regFile[2][5]$_DFFE_NP_ | readData2[5] | 510 | 6
through the flow:
stage | utilization, % | hold WS [ps] | cell area, um2
CTS | 61.5 | 5890 | 59500
finish | 61.5 | 5920 | 59500
floorplan | - | 4820 | 48800
global placement | 53.3 | 5880 | 51600
global route | 61.5 | 5910 | 59500
detailed placement | 53.3 | 5890 | 51600
Power and IR drop assume default switching activity.
