==> /design/flow/design.v <==
`timescale 1ns / 1ps
module ALU(
    input [31:0] input1,
    input [31:0] input2,
    input [3:0] aluCtr,
    output zero,
    output [31:0] aluRes
    );
    reg Zero;
    reg [31:0] ALURes;
    always @ (input1 or input2 or aluCtr)
    begin
        if (aluCtr == 4'b0010)  
            ALURes = input1 + input2;
        else if (aluCtr == 4'b0110)  
            ALURes = input1 - input2;
        else if (aluCtr == 4'b0000)  
            ALURes = input1 & input2;
        else if (aluCtr == 4'b0001)  
            ALURes = input1 | input2;
        else if (aluCtr == 4'b0111)  
            begin
                if (input1 < input2)
                    ALURes = 1;
                else
                    ALURes = 0;
            end
        else if (aluCtr == 4'b1100)  
            ALURes = ~(input1 | input2);
        if (ALURes == 0)
            Zero = 1;
        else 
            Zero = 0;
    end
    assign aluRes = ALURes;
    assign zero = Zero;
endmodule
==> /design/flow/run.sh <==
#!/bin/bash
# OpenROAD 26Q1-2900-gdf79404cd8, Yosys 0.63+post, stock flow scripts
make -C /OpenROAD-flow-scripts/flow DESIGN_CONFIG=/design/flow/config.mk WORK_HOME=/design/flow/orfs finish
==> /design/flow/config.mk <==
export PLATFORM = sky130hd
export DESIGN_NAME = ALU
export DESIGN_NICKNAME = ALU
export VERILOG_FILES = /design/flow/design.v
export SDC_FILE = /design/flow/constraint.sdc
export NUM_CORES = 4
export LEC_CHECK = 1
export CORE_UTILIZATION = 30
==> /design/flow/constraint.sdc <==
current_design ALU

set clk_period 18.9
set clk_io_pct 0.2

create_clock -name clk0 -period $clk_period

set non_clock_inputs [all_inputs -no_clocks]
set_input_delay [expr $clk_period * $clk_io_pct] -clock clk0 $non_clock_inputs
set_output_delay [expr $clk_period * $clk_io_pct] -clock clk0 [all_outputs]
==> flow_summary_export.csv <==
group,metric,value,unit
outcome,outcome,"finished clean",
critical_path,start_kind,"input pin",
final_layout,logic_area,5170,µm²
critical_path,required,15.12,ns
timing,rsz0062_at_grt,"no",
synthesis,syn-cell-area,6280,µm²
critical_path,cp_max_fo,19,
grt,grt_max_degree,58,
final_layout,drive_above_1_share,3.83,%
pwr,powerDensity,29.4,nW/µm²
grt,use_met2,34.7,%
timing,min_period,12.64,ns
timing,timing.final.crit_share,66.9,%
detailed_routing,avgViaCountPerCell,5.73,
grt,overflow,0,
grt,grt_antenna_before_repair,0,
critical_path,cp_data_arrival_time,8.86,ns
synthesis,yosysChipArea,6280,µm²
timing,slew_headroom,32.0,%
floorplanning,fp.coreArea,20400,µm²
grt,grt_pass1_vias,6699,
synthesis,ff_type,"dlxtn_1",
detailed_routing,antennaDiodeCount,0,
detailed_routing,drc_errors,0,
floorplanning,dieArea,21500,µm²
critical_path,end_kind,"output pin",
detailed_routing,drt_first_pass_iters,6,
final_layout,num-fill-cells,2148,
synthesis,yosys_register_bits,32,
min_path,hold_class,"in -> out",
critical_path,worstPathCellList,"clkdlybuf4s50_1 > inv_2 > a21o_1 > a221o_1 > o2111a_1 > or3b_1 > or4_1 > or4b_1 > nor4_1 > nand4_1 > nor4b_2 > clkdlybuf4s50_1",
floorplanning,initCoreUtil,30.8,%
pwr,leakagePower,3.30,nW
pwr,peakVddDrop,6.91,µV
grt,grt_busiest_layer,"met2",
synthesis,synth-edff-count,0,
floorplanning,io_pins,101,
grt,grt.met3_usage,1.75,%
cts,post_cts_resized,0,
final_layout,final_cells,1263,
detailed_routing,post_drt_wl_per_cell,19.1,µm
grt,grt_usage,22.3,%
placed_design,hpwl,18.9,mm
final_layout,largest_reg_flops,32,
synthesis,synth_cell_types,87,
synthesis,ys_cells,937,
synthesis,synth.area.top_cells,"ha_1, a21oi_1, dlxtn_1",
min_path,min_to,"zero",
placed_design,numPortBuffers,101,
synthesis,ys_top_cells_by_count,"a21oi_1, inv_1, ha_1",
grt,met1_usage,34.0,%
critical_path,crit_type,"in -> out",
detailed_routing,first_iter_violations,669,
timing,hold_violations,0,
synthesis,syn_area_per_cell,6.70,µm²
critical_path,cpMostUsedCell,"clkdlybuf4s50_1",
critical_path,slowest_delay,0.92,ns
timing,worst_pin_slew,1.02,ns
critical_path,slowest_stage,"clkdlybuf4s50_1",
synthesis,syn_inst,937,
timing,unclocked_pins,32,
job,log.warning_count,96,
timing,tns,0,ns
floorplanning,die_x,147,µm
final_layout,seqCellArea,480,µm²
detailed_routing,vias,7237,
detailed_routing,routed_wl,24.1,mm
cts,ctsHoldBuffers,0,
floorplanning,die_y,147,µm
synthesis,largest_area_cell,"ha_1",
timing,untimed_endpoints,64,
timing,setup_viol,0,
timing,fmaxAchievable,79.1,MHz
min_path,min_from,"input2[26]",
timing,slew_violations,0,
job,max_cap_viol_count,0,
grt,grt_first_pass_wirelength,37.9,mm
synthesis,yosys.cell_count.top_type,"a21oi_1",
synthesis,ys.warnings.count,1,
cts,post_cts_buffers,0,
floorplanning,num_rows,52,
detailed_routing,antenna_left,0,
final_layout,area_delta_synth_final,19.3,%
synthesis,async_reset_ff_share,0,%
synthesis,yosys.area.top_type_share,19.1,%
min_path,holdPathStages,9,
placed_design,gp_congestion,1.01,
placed_design,post-place-cells,1263,
## layout by cell type, fill, tap and decap left out, types with 8 or more instances in the layout
cell             count
a21oi_1            107
inv_1              103
clkdlybuf4s50_1    101
ha_1                96
nand2_1             79
nor2_1              69
o21ai_0             63
dlxtn_1             32
nor3_1              19
nand3_1             18
o211ai_1            17
nand2b_1            16
o2bb2ai_1           15
buf_4               13
a221o_1             12
and3_1              11
nor2b_1             11
nor4_1              11
a21o_1              10
a221oi_1            10
o31ai_1              8
o21bai_1             8
a31oi_1              8
a222oi_1             8
## worst max-delay path by stage
| stage | from | endpoint | slack [ns] | depth (start not counted) |
|---|---|---|---|---|
| after CTS | aluCtr[1] | zero | 6.35 | 12 |
| after global routing | aluCtr[1] | zero | 6.13 | 12 |
| final | aluCtr[1] | zero | 6.26 | 12 |
## report_power, final
part / internal (mW) / total (mW) / switching [mW]
registers: 0.0122 / 0.0142 / 0.00205
clock network: 0 / 0 / 0
logic: 0.0851 / 0.206 / 0.121
## cell type report
class	instances	area share, %
Inverter	105	5.26
Tap cell	270	4.51
Multi-Input combinational cell	742	69.0
Timing Repair Buffer	114	14.8
Sequential cell	32	6.41
## worst max-delay path: cells and delay by family
family / cells / cell delay, ns
simple gates: 6 / 2.27
buf+inv: 3 / 1.70
compound gates: 3 / 1.12
## logic make-up (layout without fill, tap and decap cells)
| kind of cell | after synthesis | in the layout | share of synthesized area, % |
|---|---|---|---|
| muxes | 8 | 8 | 1.30 |
| buffers and inverters | 163 | 219 | 10.1 |
| xor gates and xnor gates | 4 | 4 | 0.558 |
| latches | 32 | 32 | 7.65 |
| adders and majority gates | 98 | 98 | 19.8 |
| and+or+nand+nor | 276 | 276 | 21.7 |
| AOI/OAI and AO/OA | 356 | 356 | 39.0 |
## per-stage QoR
stage | utilization, % | total power [mW] | area (µm²) | hold WS, ns | worst slack, ns
CTS | 36.8 | 0.217 | 7490 | 9.09 | 6.35
finish | 36.8 | 0.220 | 7490 | 9.06 | 6.26
global placement | 36.8 | 0.217 | 7490 | 9.08 | 6.41
global route | 36.8 | 0.240 | 7490 | 9.16 | 6.13
floorplan | - | 0.140 | 6280 | 8.05 | 8.31
detailed placement | 36.8 | 0.216 | 7490 | 9.09 | 6.37
## per-layer routing
metal	up-vias	share of wire, %	wire [µm]
li1	3519	-	-
met1	3292	47	11200
met2	387	44	10700
met3	39	7.2	1730
met4	0	1.9	446
met5	-	0	0
Power figures rest on the tool's default switching activity, not on a simulated workload.
